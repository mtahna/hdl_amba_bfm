### /design/flow/run.sh
#!/bin/bash
# OpenROAD 26Q1-2900-gdf79404cd8, Yosys 0.63+post, stock flow scripts
make -C /OpenROAD-flow-scripts/flow DESIGN_CONFIG=/design/flow/config.mk WORK_HOME=/design/flow/orfs finish
### /design/flow/design.v
`timescale 1ps/1ps
module APB3REG (
  input  wire        PCLK             ,
  input  wire        PRESETn          ,
  input  wire [31:0] PADDR            ,
  input  wire [31:0] PWDATA           ,
  input  wire        PWRITE           ,
  input  wire        PENABLE          ,
  input  wire        PSEL             ,
  output wire [31:0] PRDATA           ,
  output wire        PSLVERR          ,
  output wire        PREADY           ,
  output wire [15:0] SETSIG_15_0      ,
  input  wire [15:0] MONSIG_15_0      
);
  localparam FF_DELAY = 1;
  localparam ADDR_SETREG            = 10'h000;  
  localparam ADDR_MONREG            = 10'h001;  
  localparam INIT_SETSIG_15_0       = 1'b0;
  wire        ren;
  wire        wen;
  wire        set_SETREG;
  reg  [31:0] r_RDATA;
  reg  [15:0] r_SETSIG_15_0;
  assign PSLVERR = 1'b0;
  assign PREADY = 1'b1;
  assign ren = PSEL & (~PWRITE);
  assign wen = PSEL & PENABLE & PWRITE;
  assign set_SETREG = (wen & (PADDR[11:2] == ADDR_SETREG)) ? 1'b1 : 1'b0;
  always @(posedge PCLK or negedge PRESETn) begin
    if (~PRESETn) begin
      r_RDATA <= {32{1'b0}};
    end else begin
      if (ren) begin
        case (PADDR[11:2])
          ADDR_SETREG     : r_RDATA <= #(FF_DELAY) {{16{1'b0}}, r_SETSIG_15_0};
          ADDR_MONREG     : r_RDATA <= #(FF_DELAY) {{16{1'b0}}, MONSIG_15_0};
          default         : r_RDATA <= #(FF_DELAY) {32{1'b0}};
        endcase
      end
    end
  end
  assign PRDATA = r_RDATA;
  always @(posedge PCLK or negedge PRESETn) begin
    if (~PRESETn) begin
      r_SETSIG_15_0 <= INIT_SETSIG_15_0;
    end else begin
      if (set_SETREG) begin
        r_SETSIG_15_0 <= #(FF_DELAY) PWDATA[15:0];
      end
    end
  end
  assign SETSIG_15_0 = r_SETSIG_15_0;
endmodule
### /design/flow/config.mk
export PLATFORM = sky130hd
export DESIGN_NAME = APB3REG
export DESIGN_NICKNAME = APB3REG
export VERILOG_FILES = /design/flow/design.v
export SDC_FILE = /design/flow/constraint.sdc
export NUM_CORES = 4
export LEC_CHECK = 1
export CORE_AREA = 10 10 102 102
export DIE_AREA = 0 0 112 112
### /design/flow/constraint.sdc
current_design APB3REG

set clk_period 1.2
set clk_io_pct 0.2

create_clock -name clk0 -period $clk_period [get_ports {PCLK}]

set non_clock_inputs [all_inputs -no_clocks]
set_input_delay [expr $clk_period * $clk_io_pct] -clock clk0 $non_clock_inputs
set_output_delay [expr $clk_period * $clk_io_pct] -clock clk0 [all_outputs]
==> deck_impl_summary.md <==
Run Summary

Run status
  – Status: finished, violations left
  – Violated checks: negative hold slack, negative setup slack

Setup path
  – Number of cells on the worst reg-to-reg path: 3
  – Worst path arrival time: 1.41 ns
  – Startpoint of the most critical setup path: PADDR[10]
  – Worst setup EP type: flip-flop
  – Max Fanout on Critical Path: 5
  – R2R setup slack: 0.18 ns
  – Crit path launch type: input pin
  – Critical path class: in -> reg
  – Worst R2R Start: r_SETSIG_15_0[8]
  – Data required time of the worst path: 1.36 ns

Global routing
  – Total track usage: 7.84%
  – Total gr overflow: 0
  – Number of global-route vias before repair: 1466
  – Largest net degree at the start of global routing: 33
  – Initial antenna violation count: 0
  – First-pass GRT wire length: 8100 um

CTS
  – Number of buffers created by CTS: 5
  – Total clock sinks: 32
  – Maximum clock insertion buffer count: 2
  – Source-to-sink clock delay at the later pin of the worst-skew pair: 0.27 ns
  – Clock tree root buffer cell: sky130_fd_sc_hd__clkbuf_8
  – Clk slew on worst S/H paths: 0.06 ns
  – TritonCTS clock tree: built
  – H-tree Lvls: 2

Logic synthesis
  – Yosys synthesis chip area: 0.00160 mm^2
  – Gate count of the mapped netlist: 131
  – Number of enable flip-flop cells: 0
  – Average footprint of a synthesized cell: 12.2 um^2
  – Synth async-reset ratio: 100%
  – Synth Cell Area: 0.00160 mm^2
  – Number of warnings issued by yosys: 1
  – Sequential element share of the synthesized area: 50.0%
  – Count of different cell masters after synthesis: 19
  – Main flop type after synthesis: sky130_fd_sc_hd__dfrtp_1
  – Number of register bits inferred by synthesis: 32
  – # Cells Yosys: 131

Layout
  – Commonest cells after routing, fill and taps aside: sky130_fd_sc_hd__clkdlybuf4s50_1 (32), sky130_fd_sc_hd__dfrtp_1 (32), sky130_fd_sc_hd__dlygate4sd2_1 (30), sky130_fd_sc_hd__buf_4 (26), sky130_fd_sc_hd__conb_1 (18)
  – Logic area: 731 um^2
  – Post-route cell area: 0.00274 mm^2
  – Layout-stage area growth over the synthesis result: 71.1%
  – Ratio of cells with drive above 1 in the final layout: 27.1%
  – Number of fill cells in the layout: 839
  – Storage element area: 801 um^2

Floorplan
  – Total die size: 0.0125 mm^2
  – Core ar.: 0.00822 mm^2
  – Die span in y: 112 um
  – Width of the die: 112 um
  – Site Rows: 33
  – Initial cell density of the core: 19.5%
  – I/O pin cnt: 135

STA
  – RSZ-0062 raised after global routing: true
  – Final Slew Violations: 0
  – Final hold vios: 32
  – Worst Hold Margin: -0.0137 ns
  – Worst Setup Slack, final: -0.0518 ns
  – Tmin final: 1.25 ns
  – Number of endpoints failing setup at the final stage: 16
  – F_max: 799 MHz
  – Layout Skew: 0.00480 ns
  – Part of the cycle the worst path needs: 104%

Detailed routing
  – Antenna violation net count after detailed routing: 0
  – Count of unresolved DRC violations after routing: 0
  – Routed length per instance: 15.1 um
  – Drt first-iter violations: 24
  – Detailed-router iteration count before antenna repair: 4
  – Overall via count from detail_route: 1314
  – Post-DR vias/cell: 3.85
  – Antenna fix cells: 0
  – Final wirelength: 5150 um

Run
  – Tool warnings: 67
  – Max Cap Violations: 0

Pwr
  – LEAKAGE: 1.41 nW
  – Cell Pwr Density: 768 mW/mm^2
  – VDD IR-drop max: 336 uV

Placed design
  – Placed standard-cell area: 0.00245 mm^2
  – Weighted congestion at the end of routability-driven global placement: 0.775
  – Number of port buffers: 78
  – Hpwl dp: 3800 um
  – Post-Place Worst Slack: -0.734 ns

Min path
  – Type of the tightest min-delay check: in -> async
worst paths after layout:
check,end
setup / recovery,r_SETSIG_15_0[3]
hold / removal,r_RDATA[5]
setup reg to reg,r_SETSIG_15_0[8]
hold reg to reg,r_RDATA[14]
max in group asynchronous,r_SETSIG_15_0[0]
min in group clk0,r_RDATA[14]
critical path, cell delays in order:
cell,delay (ns)
sky130_fd_sc_hd__buf_6,0.09
sky130_fd_sc_hd__nor4_4,0.29
sky130_fd_sc_hd__and4_4,0.34
sky130_fd_sc_hd__buf_6,0.15
sky130_fd_sc_hd__mux2_4,0.29
cell type report:
type                       count  area share, %
sequential                    32           29.2
multi-input combinational     89           26.7
clock buffer                   6           2.65
clock inverter                 1          0.183
timing repair buffer         108           36.5
tap                          105           4.79
timing repair:
action / CTS / global route
pin swaps: 5 / 2
resized: 78 / 8
buffers inserted: 20 / 3
endpoints found under the setup margin: 64 / 23
endpoints found under the hold margin: 32 / 0
gates cloned: 1 / 0
per-stage QoR:
step | cells | util, % | power, mW | TNS [ns]
floorplan | 147 | - | 1.21 | -3.25
global placement | 310 | 29.9 | 1.37 | -18.18
detailed placement | 310 | 29.9 | 1.37 | -18.72
CTS | 338 | 32.8 | 2.16 | -0.618
global route | 341 | 33.3 | 2.23 | -1.08
finish | 341 | 33.3 | 2.10 | -0.605
flip-flops by register name, summed over array words and instances, names as in the netlist:
signal	flops
r_RDATA	16
r_SETSIG_15_0	16
cells in the mapped netlist (2+ instances only):
cell                       instances  area, um^2
sky130_fd_sc_hd__dfrtp_1          32         801
sky130_fd_sc_hd__buf_4            18         135
sky130_fd_sc_hd__mux2i_1          16         160
sky130_fd_sc_hd__nand2_1          16        60.1
sky130_fd_sc_hd__o31ai_1          16         120
sky130_fd_sc_hd__mux2_4           10         150
sky130_fd_sc_hd__mux2_2            6        67.6
sky130_fd_sc_hd__buf_6             3        33.8
sky130_fd_sc_hd__buf_2             2        10.0
sky130_fd_sc_hd__clkbuf_1          2        7.51
sky130_fd_sc_hd__conb_1            2        7.51
power by group:
group	switching, mW	total (mW)	internal (mW)
Combinational	0.102	0.267	0.164
Sequential	0.00156	1.08	1.08
Clock	0.361	0.755	0.393
Total	0.465	2.10	1.64
per-layer routing:
layer | track usage, % | vias to the layer above | part of all wire [%]
met5 | 0 | - | 0
met2 | 11.5 | 75 | 43
met1 | 11.1 | 603 | 47
met4 | 0.508 | 0 | 0
li1 | - | 636 | -
met3 | 3.26 | 0 | 9.8
cell families after synthesis:
| kind of cell | count (synthesis) | share of synthesized area, % |
|---|---|---|
| multiplexers | 32 | 23.6 |
| flip-flops | 32 | 50.0 |
| buffers and inverters | 26 | 11.9 |
| AND/OR/NAND/NOR | 23 | 6.56 |
| AND-OR/OR-AND | 16 | 7.50 |
| other | 2 | 0.469 |
Power is estimated from default activity; no workload was simulated.
